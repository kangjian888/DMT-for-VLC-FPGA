## design.v

```verilog
module ShortTrainingSeqGen(
	input SYS_CLK,
	input PHY_RST,
	input SHORT_ACK,  
	output reg [27:0] SHORT_TRAINING_SEQ,
	output reg [8:0] SHORT_TRAINING_SEQ_INDEX,
	output reg SHORT_TRAINING_SEQ_VALID
);
reg [3:0] frame_counter;
reg [4:0] symbol_counter;
reg [27:0] short_rom [31:0];
always @ (posedge SYS_CLK)
    begin
        if(PHY_RST)
        	begin
        		frame_counter <= 4'd0;
        		symbol_counter <= 5'd0;
        		SHORT_TRAINING_SEQ <= 28'd0;
        		SHORT_TRAINING_SEQ_VALID <= 1'b0;
        		SHORT_TRAINING_SEQ_INDEX <= 9'd0;
        		short_rom[0] <=  28'b0000_0000_1011_1100_0110_1001_0011;
        		short_rom[1] <=  28'b1111_1111_0000_0000_0010_1010_0001;
        		short_rom[2] <=  28'b0000_0010_0001_1110_0111_1101_0101;
        		short_rom[3] <=  28'b1111_1110_1111_1001_0111_1001_1001;
        		short_rom[4] <=  28'b1111_1111_1100_1000_1101_0000_1101;
        		short_rom[5] <=  28'b0000_0000_1011_1111_1011_1111_0101;
        		short_rom[6] <=  28'b1111_1101_1011_0111_0100_0110_0100;
        		short_rom[7] <=  28'b1111_1111_1111_1110_0110_1011_1100;
        		short_rom[8] <=  28'b0000_0001_0111_1000_1101_0010_0110;
        		short_rom[9] <=  28'b0000_0000_0000_0001_1001_0100_0100;
        		short_rom[10] <= 28'b1111_1101_1011_0111_0100_0110_0100;
        		short_rom[11] <= 28'b1111_1111_0100_0000_0100_0000_1011;
        		short_rom[12] <= 28'b1111_1111_1100_1000_1101_0000_1101;
        		short_rom[13] <= 28'b0000_0001_0000_0110_1000_0110_0111;
        		short_rom[14] <= 28'b0000_0010_0001_1110_0111_1101_0101;
        		short_rom[15] <= 28'b0000_0000_1111_1111_1101_0101_1111;
        		short_rom[16] <= 28'b0000_0000_1011_1100_0110_1001_0011;
        		short_rom[17] <= 28'b0000_0000_1100_0001_0101_0001_0010;
        		short_rom[18] <= 28'b1111_1111_1111_0110_0110_1010_1100;
        		short_rom[19] <= 28'b1111_1110_0000_1111_1011_1011_0000;
        		short_rom[20] <= 28'b1111_1110_1011_1110_0101_1100_1101;
        		short_rom[21] <= 28'b1111_1110_0101_1110_0101_1101_0101;
        		short_rom[22] <= 28'b0000_0000_0011_0011_1101_0001_1011;
        		short_rom[23] <= 28'b0000_0001_1101_0111_1111_0111_1001;
        		short_rom[24] <= 28'b0000_0000_0000_0000_0000_0000_0000;
        		short_rom[25] <= 28'b1111_1110_0010_1000_0000_1000_0111;
        		short_rom[26] <= 28'b0000_0000_0011_0011_1101_0001_1011;
        		short_rom[27] <= 28'b0000_0001_1010_0001_1010_0010_1011;
        		short_rom[28] <= 28'b1111_1110_1011_1110_0101_1100_1101;
        		short_rom[29] <= 28'b0000_0001_1111_0000_0100_0101_0000;
        		short_rom[30] <= 28'b1111_1111_1111_0110_0110_1010_1100;
        		short_rom[31] <= 28'b1111_1111_0011_1110_1010_1110_1110;
        	end
        else
        	begin
        		if (SHORT_ACK) 
        		    begin
        		        if (frame_counter <= 4'd9) 
        		            begin
        		                if (symbol_counter < 5'd31) 
        		                    begin
        		                        SHORT_TRAINING_SEQ <= short_rom[symbol_counter];
        		                        SHORT_TRAINING_SEQ_VALID <= 1'b1;
        		                        symbol_counter <= symbol_counter + 1'b1;
        		                        SHORT_TRAINING_SEQ_INDEX <= SHORT_TRAINING_SEQ_INDEX + 1'b1;
        		                        if (symbol_counter == 5'd0 && frame_counter == 4'd0) 
        		                            begin
        		                                SHORT_TRAINING_SEQ <= $signed(short_rom[symbol_counter]) >>> 1;
        		                            end
        		                    end
        		                else 
        		                    begin
        		                        SHORT_TRAINING_SEQ <= short_rom[symbol_counter];
        		                        SHORT_TRAINING_SEQ_INDEX <= SHORT_TRAINING_SEQ_INDEX + 1'b1;
        		                        SHORT_TRAINING_SEQ_VALID <= 1'b1;
        		                        symbol_counter <= 5'd0;
        		                        frame_counter <= frame_counter + 1'b1;
        		                    end
        		            end
        		        else 
        		            begin
        		                frame_counter <= 4'd0;
        		                SHORT_TRAINING_SEQ <= $signed(short_rom[symbol_counter]) >>> 1;
        		                SHORT_TRAINING_SEQ_INDEX <= SHORT_TRAINING_SEQ_INDEX + 1'b1;
        		            end
        		    end
        		else 
        		    begin
        		        SHORT_TRAINING_SEQ <= 28'd0;
        		        SHORT_TRAINING_SEQ_VALID <= 1'b0;
        		        SHORT_TRAINING_SEQ_INDEX <= 9'd0;
        		        frame_counter <= 4'd0;
        		        symbol_counter <= 5'd0;
        		    end
        	end
    end
endmodule
```

## run.sh

```bash
#!/bin/bash
# OpenROAD 26Q1-2900-gdf79404cd8, Yosys 0.63+post, stock flow scripts
make -C /OpenROAD-flow-scripts/flow DESIGN_CONFIG=/design/flow/config.mk WORK_HOME=/design/flow/orfs finish
```

## config.mk

```make
export PLATFORM = sky130hd
export DESIGN_NAME = ShortTrainingSeqGen
export DESIGN_NICKNAME = ShortTrainingSeqGen
export VERILOG_FILES = /design/flow/design.v
export SDC_FILE = /design/flow/constraint.sdc
export NUM_CORES = 4
export LEC_CHECK = 1
export CORE_UTILIZATION = 40
```

## constraint.sdc

```tcl
current_design ShortTrainingSeqGen

set clk_period 4.4
set clk_io_pct 0.2

create_clock -name clk0 -period $clk_period [get_ports {SYS_CLK}]

set non_clock_inputs [all_inputs -no_clocks]
set_input_delay [expr $clk_period * $clk_io_pct] -clock clk0 $non_clock_inputs
set_output_delay [expr $clk_period * $clk_io_pct] -clock clk0 [all_outputs]
```

==> results.sh <==
# yosys + openroad results
export IMPL_status="finished clean"
export IMPL_synthArstFlopShare=0
export IMPL_hp_class="flip-flop to flip-flop"
export IMPL_drt_wl_total_mm=7.998
export IMPL_slew_violations=0
export IMPL_ir_drop_uv=174.8
export IMPL_wl_met1_mm=3.514
export IMPL_dr_pass1_iters=5
export IMPL_fp_util=0.4147
export IMPL_path_clk_slew_ps=80
export IMPL_rsz0062_at_grt="no"
export IMPL_syn_avg_cell_area_um2=8.005
export IMPL_ys_cells=352
export IMPL_grt_pass1_wl_mm=12.71
export IMPL_grt_max_degree=38
export IMPL_die_area_mm2=0.007384
export IMPL_grt_pass1_vias=2413
export IMPL_slowest_stage="ha_1"
export IMPL_slew_headroom=0.3856
export IMPL_synth_flops=42
export IMPL_tool_warnings=32
export IMPL_clock_power_share=0.369
export IMPL_seq_power_share=0.487
export IMPL_core_mm2=0.006794
export IMPL_fp_dieH_um=85.93
export IMPL_post_cts_resized=0
export IMPL_synthCells=352
export IMPL_num_antenna_cells=0
export IMPL_maxUsedRoutingLayer="met4"
export IMPL_path_cells="inv_1 > ha_1 > or3b_1 > o22a_1 > nor4_1 > a311oi_1"
export IMPL_hp_start="SHORT_TRAINING_SEQ_INDEX[0]"
export IMPL_drtIter0Drc=327
export IMPL_edf_count=0
export IMPL_remaining_drc_errors=0
export IMPL_ant_nets=0
export IMPL_dp_hpwl_mm=5.708
export IMPL_whs_path_depth=1
export IMPL_final_layout_top_logic_cell="nor2_1"
export IMPL_dr_wl_met2_mm=3.650
export IMPL_grt_antenna_before_repair=0
export IMPL_syn_area_mm2=0.002818
export IMPL_p_comb_frac=0.145
export IMPL_wl_per_cell_um=17.20
export IMPL_clockBufferDepth=2
export IMPL_drv_cap=0
export IMPL_cts_setup_buffers=0
export IMPL_ff2ff_setup_slack_ps=1530
export IMPL_cts_sinks=42
export IMPL_r2r_cells=6
export IMPL_place_gp_congestion=0.9833
export IMPL_setup_viol=0
export IMPL_power_leakage_nw=1.156
export IMPL_max_slew_worst_pin_slew_ps=921.6
export IMPL_tritoncts="built"
export IMPL_cp_slowest_stage_delay_ps=600
export IMPL_r2r_start="symbol_counter[1]"
export IMPL_tns_ps=0
export IMPL_max_freq_ghz=0.3485
export IMPL_io_pins=41
export IMPL_p_per_area_mw_per_mm2=252.9
export IMPL_drive_gt1_frac=0.06775
export IMPL_ys_seq_frac=0.2984
export IMPL_cp_data_arrival_time_ps=2980
export IMPL_path_class="flip-flop to flip-flop"
export IMPL_ff_type="dfxtp_1"
export IMPL_fp_row_count=30
export IMPL_ys_area_mm2=0.002818
export IMPL_timing_rr_end="SHORT_TRAINING_SEQ[13]"
export IMPL_p_switching_mw=0.2021
export IMPL_cp_max_fo=24
export IMPL_switching_share=0.2462
export IMPL_yosysWarnings=2
export IMPL_numCtsBuffers=5
export IMPL_skew_ps=9.154
export IMPL_cts_max_level=2
export IMPL_p_int_mw=0.6186
export IMPL_worstPathRequired_ps=4510
export IMPL_final_cell_mix="43 x nor2_1, 42 x dfxtp_1, 40 x clkdlybuf4s50_1"
export IMPL_cp_start_kind="flip-flop"
export IMPL_vias=2725
export IMPL_period_minus_slack_ps=2870
export IMPL_portBuffers=40
export IMPL_area_growth_pct=15.14
export IMPL_yosysUniqueCellTypes=68
export IMPL_holdBufCountCts=0
export IMPL_stdcell_area_mm2=0.003244
export IMPL_die_w_um=85.93
export IMPL_clock_latency_ps=290
export IMPL_ctsRootBufferMaster="clkbuf_8"
export IMPL_dpl_cell_area_mm2=0.003134
export IMPL_viasPerCell=5.860
export IMPL_cp_end_kind="flip-flop"
export IMPL_hold_viol=0
export IMPL_fillers=674
export IMPL_gr_total_overflow=0
export IMPL_wl_met3_um=477
export IMPL_period_used=0.6522
export IMPL_grt_total_usage=0.2239
export IMPL_hold_end="SHORT_TRAINING_SEQ_INDEX[0]"
==> critical path, delay by kind of cell (launching register included) <==
family,cells,cell delay (ps)
flops,1,350
buf+inv,1,120
simple gates,2,970
compound gates,2,650
fa+ha+maj,1,600
==> cells in the mapped netlist (5+ instances only) <==
master,instances,area (um^2)
a211oi_1,11,82.58
a21oi_1,20,100.1
a22oi_1,5,37.54
a311oi_1,7,61.31
a31oi_1,5,31.28
buf_2,6,30.03
buf_4,11,82.58
buf_6,7,78.83
clkbuf_1,9,33.78
dfxtp_1,42,840.8
ha_1,11,137.6
inv_1,10,37.54
nand2_1,18,67.56
nand3_1,8,40.04
nor2_1,43,161.4
nor2b_1,13,81.33
nor3_1,17,85.08
o211ai_1,5,37.54
o21ai_0,18,90.09
or3_1,5,31.28
xor2_1,6,52.55
==> final cells by class <==
class,count,area [um^2],share of cell area
Clock buffer,6,72.57,0.02237
Clock inverter,2,37.54,0.01157
Inverter,10,37.54,0.01157
Multi-Input combinational cell,265,1705,0.5256
Sequential cell,42,840.8,0.2592
Tap cell,96,120.1,0.03702
Timing Repair Buffer,44,430.4,0.1327
==> state kept, by name (all words and copies together) (netlist names) <==
signal / cells
SHORT_TRAINING_SEQ: 23
SHORT_TRAINING_SEQ_VALID: 1
symbol_counter: 5
SHORT_TRAINING_SEQ_INDEX: 9
frame_counter: 4
==> logic make-up (layout without fill, tap and decap cells) <==
kind of cell / count (synthesis) / count (layout) / synth area share
AOI/OAI and AO/OA: 103 / 103 / 0.2620
xor gates and xnor gates: 10 / 10 / 0.03108
adders and majority gates: 11 / 11 / 0.04884
buffers and inverters: 45 / 62 / 0.09636
DFF: 42 / 42 / 0.2984
muxes: 3 / 3 / 0.01154
and+or+nand+nor: 138 / 138 / 0.2518
==> stage by stage <==
step	utilization	instances	total power, mW	setup slack, ps	hold slack [ps]
after global routing	0.4775	465	0.8558	1402	511.4
after floorplan	-	352	0.4822	2251	416.1
final	0.4775	465	0.8206	1530	477.0
after detailed placement	0.4613	457	0.5255	1630	459.4
after CTS	0.4775	465	0.8296	1588	482.4
after global placement	0.4613	457	0.5264	1609	449.2
==> how the worst max path moves through the flow <==
stage	startpoint	endpoint	slack (ps)	cells after the start
CTS	symbol_counter[1]	SHORT_TRAINING_SEQ[13]	1590	6
global route	symbol_counter[0]	SHORT_TRAINING_SEQ[0]	1400	6
finish	symbol_counter[1]	SHORT_TRAINING_SEQ[13]	1530	6
==> power by group through the flow <==
stage | combinational [mW] | sequential (mW) | clock (mW)
CTS | 0.117 | 0.400 | 0.312
global route | 0.129 | 0.401 | 0.325
finish | 0.119 | 0.400 | 0.302
==> routing by layer <==
layer	GRT usage	vias to the layer above
met5	0	-
met4	0.09091	0
met3	0.02344	27
met2	0.3463	119
met1	0.3259	1259
li1	-	1320
Power and IR drop assume default switching activity.
