**./config.mk**
```make
export PLATFORM = sky130hd
export DESIGN_NAME = LongTrainingSeqGen
export DESIGN_NICKNAME = LongTrainingSeqGen
export VERILOG_FILES = /design/flow/design.v
export SDC_FILE = /design/flow/constraint.sdc
export NUM_CORES = 4
export LEC_CHECK = 1
export CORE_UTILIZATION = 50
```
**./run.sh**
```bash
#!/bin/bash
# OpenROAD 26Q1-2900-gdf79404cd8, Yosys 0.63+post, stock flow scripts
make -C /OpenROAD-flow-scripts/flow DESIGN_CONFIG=/design/flow/config.mk WORK_HOME=/design/flow/orfs finish
```
**./design.v**
```verilog
module LongTrainingSeqGen(
	input SYS_CLK,
	input PHY_RST,
	input LONG_ACK,  
	output reg [27:0] LONG_TRAINING_SEQ,
	output reg [8:0] LONG_TRAINING_SEQ_INDEX,
	output reg LONG_TRAINING_SEQ_VALID
);
reg [1:0] frame_counter;
reg [7:0] symbol_counter;
reg [27:0] long_rom [127:0];
always @ (posedge SYS_CLK)
    begin
        if(PHY_RST)
        	begin
        		frame_counter <= 4'd0;
        		symbol_counter <= 5'd0;
        		LONG_TRAINING_SEQ <= 28'd0;
        		LONG_TRAINING_SEQ_VALID <= 1'b0;
        		LONG_TRAINING_SEQ_INDEX <= 9'd0;
        		long_rom[0] <=   28'b0000_0010_0100_0000_0000_0000_0000;
        		long_rom[1] <=   28'b0000_0010_0000_0011_1111_1011_1110;
        		long_rom[2] <=   28'b1111_1111_0110_1000_1110_1000_0110;
        		long_rom[3] <=   28'b0000_0000_1100_0111_1011_0010_1110;
        		long_rom[4] <=   28'b0000_0010_0100_1111_0110_1101_0010;
        		long_rom[5] <=   28'b1111_1110_1010_1011_1100_1100_0111;
        		long_rom[6] <=   28'b0000_0000_0100_0100_1001_1101_1101;
        		long_rom[7] <=   28'b0000_0001_1100_1000_1100_1001_0111;
        		long_rom[8] <=   28'b1111_1111_0001_0101_1000_0110_1110;
        		long_rom[9] <=   28'b0000_0000_0100_1101_0001_0011_1101;
        		long_rom[10] <=  28'b1111_1101_1100_1110_1000_0101_1000;
        		long_rom[11] <=  28'b1111_1111_0100_1011_0111_0101_0110;
        		long_rom[12] <=  28'b0000_0001_0111_1110_0011_1111_1111;
        		long_rom[13] <=  28'b0000_0001_1101_0100_1111_0101_1011;
        		long_rom[14] <=  28'b0000_0000_1010_1011_0111_0010_1110;
        		long_rom[15] <=  28'b0000_0000_1010_1111_0101_0000_1100;
        		long_rom[16] <=  28'b0000_0001_0100_0000_0000_0000_0000;
        		long_rom[17] <=  28'b1111_1110_1101_0111_0101_1000_1110;
        		long_rom[18] <=  28'b0000_0000_1110_0010_1011_0101_1000;
        		long_rom[19] <=  28'b1111_1110_1000_0000_1010_1010_0100;
        		long_rom[20] <=  28'b1111_1110_1000_1110_0001_1000_1000;
        		long_rom[21] <=  28'b1111_1110_0001_0101_0110_0010_1011;
        		long_rom[22] <=  28'b0000_0010_1100_0010_1100_1010_0100;
        		long_rom[23] <=  28'b1111_1111_0001_1110_0101_0100_1111;
        		long_rom[24] <=  28'b0000_0001_0100_0011_0111_1111_1110;
        		long_rom[25] <=  28'b1111_1111_0001_1101_1011_1010_0110;
        		long_rom[26] <=  28'b1111_1111_1100_1111_0001_1111_0011;
        		long_rom[27] <=  28'b0000_0010_0101_1100_0011_0011_0011;
        		long_rom[28] <=  28'b0000_0000_0100_0000_0101_0111_1000;
        		long_rom[29] <=  28'b1111_1101_1011_0010_0111_1001_0110;
        		long_rom[30] <=  28'b0000_0000_1000_1000_1111_1010_1101;
        		long_rom[31] <=  28'b1111_1111_1001_0001_1111_1000_0110;
        		long_rom[32] <=  28'b1111_1110_0100_0000_0000_0000_0000;
        		long_rom[33] <=  28'b1111_1110_0111_1110_1111_1111_1100;
        		long_rom[34] <=  28'b1111_1110_1001_1101_1101_1001_0100;
        		long_rom[35] <=  28'b0000_0001_0110_0001_0000_0101_1010;
        		long_rom[36] <=  28'b1111_1111_0110_0110_1010_0001_1100;
        		long_rom[37] <=  28'b0000_0000_0011_1110_1111_1000_0010;
        		long_rom[38] <=  28'b1111_1110_1001_0100_1110_1000_1110;
        		long_rom[39] <=  28'b1111_1101_1101_0111_0111_0011_0110;
        		long_rom[40] <=  28'b1111_1110_1010_0110_1000_1010_0001;
        		long_rom[41] <=  28'b0000_0000_1001_1011_1011_0000_0100;
        		long_rom[42] <=  28'b0000_0001_0101_0000_1101_0000_1101;
        		long_rom[43] <=  28'b1111_1111_1010_1011_1011_0010_1000;
        		long_rom[44] <=  28'b0000_0010_0010_1101_1111_1000_0110;
        		long_rom[45] <=  28'b1111_1111_1101_1001_0110_1100_0010;
        		long_rom[46] <=  28'b1111_1111_0000_1100_1100_0011_0001;
        		long_rom[47] <=  28'b0000_0010_0101_0101_0110_0101_0011;
        		long_rom[48] <=  28'b0000_0001_0100_0000_0000_0000_0000;
        		long_rom[49] <=  28'b0000_0001_0100_0010_1100_1011_0111;
        		long_rom[50] <=  28'b1111_1110_0001_0000_0010_0010_0100;
        		long_rom[51] <=  28'b0000_0001_0100_1101_0111_0011_1101;
        		long_rom[52] <=  28'b0000_0000_1100_0101_1010_1111_0010;
        		long_rom[53] <=  28'b1111_1110_1000_1111_1010_0110_1000;
        		long_rom[54] <=  28'b0000_0001_0010_0100_1101_1111_0011;
        		long_rom[55] <=  28'b1111_1110_1111_1001_1001_0110_0010;
        		long_rom[56] <=  28'b1111_1110_0000_0000_0110_1111_0100;
        		long_rom[57] <=  28'b1111_1110_1000_1111_0100_1100_0100;
        		long_rom[58] <=  28'b1111_1111_0010_0100_0110_1110_0011;
        		long_rom[59] <=  28'b0000_0001_1001_0100_1111_1001_0000;
        		long_rom[60] <=  28'b0000_0001_0000_1001_1001_1001_1010;
        		long_rom[61] <=  28'b0000_0000_0011_0000_0010_1100_0110;
        		long_rom[62] <=  28'b1111_1101_1111_0001_0010_0010_0000;
        		long_rom[63] <=  28'b0000_0000_0111_1110_0011_1111_0101;
        		long_rom[64] <=  28'b1111_1110_0100_0000_0000_0000_0000;
        		long_rom[65] <=  28'b0000_0000_0111_1110_0011_1111_0101;
        		long_rom[66] <=  28'b1111_1101_1111_0001_0010_0010_0000;
        		long_rom[67] <=  28'b0000_0000_0011_0000_0010_1100_0110;
        		long_rom[68] <=  28'b0000_0001_0000_1001_1001_1001_1010;
        		long_rom[69] <=  28'b0000_0001_1001_0100_1111_1001_0000;
        		long_rom[70] <=  28'b1111_1111_0010_0100_0110_1110_0011;
        		long_rom[71] <=  28'b1111_1110_1000_1111_0100_1100_0100;
        		long_rom[72] <=  28'b1111_1110_0000_0000_0110_1111_0100;
        		long_rom[73] <=  28'b1111_1110_1111_1001_1001_0110_0010;
        		long_rom[74] <=  28'b0000_0001_0010_0100_1101_1111_0011;
        		long_rom[75] <=  28'b1111_1110_1000_1111_1010_0110_1000;
        		long_rom[76] <=  28'b0000_0000_1100_0101_1010_1111_0010;
        		long_rom[77] <=  28'b0000_0001_0100_1101_0111_0011_1101;
        		long_rom[78] <=  28'b1111_1110_0001_0000_0010_0010_0100;
        		long_rom[79] <=  28'b0000_0001_0100_0010_1100_1011_0111;
        		long_rom[80] <=  28'b0000_0001_0100_0000_0000_0000_0000;
        		long_rom[81] <=  28'b0000_0010_0101_0101_0110_0101_0011;
        		long_rom[82] <=  28'b1111_1111_0000_1100_1100_0011_0001;
        		long_rom[83] <=  28'b1111_1111_1101_1001_0110_1100_0010;
        		long_rom[84] <=  28'b0000_0010_0010_1101_1111_1000_0110;
        		long_rom[85] <=  28'b1111_1111_1010_1011_1011_0010_1000;
        		long_rom[86] <=  28'b0000_0001_0101_0000_1101_0000_1101;
        		long_rom[87] <=  28'b0000_0000_1001_1011_1011_0000_0100;
        		long_rom[88] <=  28'b1111_1110_1010_0110_1000_1010_0001;
        		long_rom[89] <=  28'b1111_1101_1101_0111_0111_0011_0110;
        		long_rom[90] <=  28'b1111_1110_1001_0100_1110_1000_1110;
        		long_rom[91] <=  28'b0000_0000_0011_1110_1111_1000_0010;
        		long_rom[92] <=  28'b1111_1111_0110_0110_1010_0001_1100;
        		long_rom[93] <=  28'b0000_0001_0110_0001_0000_0101_1010;
        		long_rom[94] <=  28'b1111_1110_1001_1101_1101_1001_0100;
        		long_rom[95] <=  28'b1111_1110_0111_1110_1111_1111_1100;
        		long_rom[96] <=  28'b1111_1110_0100_0000_0000_0000_0000;
        		long_rom[97] <=  28'b1111_1111_1001_0001_1111_1000_0110;
        		long_rom[98] <=  28'b0000_0000_1000_1000_1111_1010_1101;
        		long_rom[99] <=  28'b1111_1101_1011_0010_0111_1001_0110;
        		long_rom[100] <= 28'b0000_0000_0100_0000_0101_0111_1000;
        		long_rom[101] <= 28'b0000_0010_0101_1100_0011_0011_0011;
        		long_rom[102] <= 28'b1111_1111_1100_1111_0001_1111_0011;
        		long_rom[103] <= 28'b1111_1111_0001_1101_1011_1010_0110;
        		long_rom[104] <= 28'b0000_0001_0100_0011_0111_1111_1110;
        		long_rom[105] <= 28'b1111_1111_0001_1110_0101_0100_1111;
        		long_rom[106] <= 28'b0000_0010_1100_0010_1100_1010_0100;
        		long_rom[107] <= 28'b1111_1110_0001_0101_0110_0010_1011;
        		long_rom[108] <= 28'b1111_1110_1000_1110_0001_1000_1000;
        		long_rom[109] <= 28'b1111_1110_1000_0000_1010_1010_0100;
        		long_rom[110] <= 28'b0000_0000_1110_0010_1011_0101_1000;
        		long_rom[111] <= 28'b1111_1110_1101_0111_0101_1000_1110;
        		long_rom[112] <= 28'b0000_0001_0100_0000_0000_0000_0000;
        		long_rom[113] <= 28'b0000_0000_1010_1111_0101_0000_1100;
        		long_rom[114] <= 28'b0000_0000_1010_1011_0111_0010_1110;
        		long_rom[115] <= 28'b0000_0001_1101_0100_1111_0101_1011;
        		long_rom[116] <= 28'b0000_0001_0111_1110_0011_1111_1111;
        		long_rom[117] <= 28'b1111_1111_0100_1011_0111_0101_0110;
        		long_rom[118] <= 28'b1111_1101_1100_1110_1000_0101_1000;
        		long_rom[119] <= 28'b0000_0000_0100_1101_0001_0011_1101;
        		long_rom[120] <= 28'b1111_1111_0001_0101_1000_0110_1110;
        		long_rom[121] <= 28'b0000_0001_1100_1000_1100_1001_0111;
        		long_rom[122] <= 28'b0000_0000_0100_0100_1001_1101_1101;
        		long_rom[123] <= 28'b1111_1110_1010_1011_1100_1100_0111;
        		long_rom[124] <= 28'b0000_0010_0100_1111_0110_1101_0010;
        		long_rom[125] <= 28'b0000_0000_1100_0111_1011_0010_1110;
        		long_rom[126] <= 28'b1111_1111_0110_1000_1110_1000_0110;
        		long_rom[127] <= 28'b0000_0010_0000_0011_1111_1011_1110;
        	end
        else
        	begin
        		if (LONG_ACK) 
        		    begin
        		    	if (frame_counter == 2'd0) 
        		    	    begin
        		    	    	if (symbol_counter == 8'd0) 
        		    	    	    begin
        		                        LONG_TRAINING_SEQ <= $signed(long_rom[symbol_counter+8'd96]) >>> 1;
        		                        LONG_TRAINING_SEQ_VALID <= 1'b1;
        		                        symbol_counter <= symbol_counter + 1'b1;
        		                        LONG_TRAINING_SEQ_INDEX <= LONG_TRAINING_SEQ_INDEX + 1'b1;          		    	    	        
        		    	    	    end
        		    	        else if (symbol_counter < 8'd31) 
        		    	            begin
        		                        LONG_TRAINING_SEQ <= long_rom[symbol_counter+8'd96];
        		                        LONG_TRAINING_SEQ_VALID <= 1'b1;
        		                        symbol_counter <= symbol_counter + 1'b1;
        		                        LONG_TRAINING_SEQ_INDEX <= LONG_TRAINING_SEQ_INDEX + 1'b1;        		    	                
        		    	            end
        		    	        else 
        		    	            begin
        		                        LONG_TRAINING_SEQ <= long_rom[symbol_counter+8'd96];
        		                        LONG_TRAINING_SEQ_VALID <= 1'b1;
        		                        symbol_counter <= 8'd0;
        		                        frame_counter <= frame_counter + 1'b1;
        		                        LONG_TRAINING_SEQ_INDEX <= LONG_TRAINING_SEQ_INDEX + 1'b1;        		    	                
        		    	            end
        		    	    end
        		        else if (frame_counter <= 2'd2) 
        		            begin
        		                if (symbol_counter < 8'd127) 
        		                    begin
        		                        LONG_TRAINING_SEQ <= long_rom[symbol_counter];
        		                        LONG_TRAINING_SEQ_VALID <= 1'b1;
        		                        symbol_counter <= symbol_counter + 1'b1;
        		                        LONG_TRAINING_SEQ_INDEX <= LONG_TRAINING_SEQ_INDEX + 1'b1;
        		                    end
        		                else 
        		                    begin
        		                        LONG_TRAINING_SEQ <= long_rom[symbol_counter];
        		                        LONG_TRAINING_SEQ_INDEX <= LONG_TRAINING_SEQ_INDEX + 1'b1;
        		                        LONG_TRAINING_SEQ_VALID <= 1'b1;
        		                        symbol_counter <= 8'd0;
        		                        frame_counter <= frame_counter + 1'b1;
        		                    end
        		            end
        		        else 
        		            begin
        		                frame_counter <= 4'd0;
        		                LONG_TRAINING_SEQ <= $signed(long_rom[symbol_counter]) >>> 1;
        		                LONG_TRAINING_SEQ_INDEX <= LONG_TRAINING_SEQ_INDEX + 1'b1;
        		            end
        		    end
        		else 
        		    begin
        		        LONG_TRAINING_SEQ <= 28'd0;
        		        LONG_TRAINING_SEQ_VALID <= 1'b0;
        		        LONG_TRAINING_SEQ_INDEX <= 9'd0;
        		        frame_counter <= 4'd0;
        		        symbol_counter <= 8'd0;
        		    end
        	end
    end
endmodule
```
**./constraint.sdc**
```tcl
current_design LongTrainingSeqGen

set clk_period 4.7
set clk_io_pct 0.2

create_clock -name clk0 -period $clk_period [get_ports {SYS_CLK}]

set non_clock_inputs [all_inputs -no_clocks]
set_input_delay [expr $clk_period * $clk_io_pct] -clock clk0 $non_clock_inputs
set_output_delay [expr $clk_period * $clk_io_pct] -clock clk0 [all_outputs]
```
==> summary.rpt <==
RUN METRICS
----------------------------------------------------
[Clocking]
  H-tree levels ........................ 2
  Num CTS Buffers ........................ 5
  Max Root-Sink Buffers ........................ 2
  Post-cts resize count ........................ 0
  Count of buffers added by post-CTS timing repair for setup ........................ 0
  Hold buffer count at CTS ........................ 0
  Skew-Pair Late Insertion Delay ........................ 0.30 ns
  Register clock-pin slew on the reported worst setup and hold paths ........................ 0.06 ns
  Sink Count ........................ 43
  CTS tree ........................ yes
  Root buffer selected by CTS ........................ sky130_fd_sc_hd__clkbuf_16

[Route]
  1st-iter DRT viols ........................ 2645
  Sum of routed wire length over all layers ........................ 38700 um
  Average routed wire per standard cell ........................ 31.3 um
  Number of remaining DRC errors ........................ 0
  Number of nets still failing antenna checks after routing ........................ 0
  First-pass iteration count of the detailed router ........................ 15
  Count of inserted antenna diode cells ........................ 0
  Via Count ........................ 10.4k
  Mean number of vias per cell ........................ 8.42

[Die]
  Area of the core ........................ 0.0141 sq mm
  Floorplan row count ........................ 43
  Die extent in y ........................ 123 um
  Die Width ........................ 123 um
  Chip area ........................ 0.0152 sq mm
  Number of top-level pins ........................ 41
  Starting utilization of the core area ........................ 52.2%

[Yosys]
  Cell taking the most area after synthesis ........................ sky130_fd_sc_hd__dfxtp_1
  Cells after synthesis ........................ 1093
  Max-area cell share ........................ 11.7%
  Post-synth EDFFs ........................ 0
  Yosys warning total ........................ 2
  Commonest register cell after synthesis ........................ sky130_fd_sc_hd__dfxtp_1
  Synthesis-stage register bit count ........................ 43
  Ys cells ........................ 1093
  Share of flip-flops with an asynchronous set or reset ........................ 0%
  Leading cell type by number of instances after synthesis ........................ sky130_fd_sc_hd__nor2_1
  Yosys Chip Area ........................ 0.00735 sq mm
  Average instance area after synthesis ........................ 6.73 sq um
  Post-synthesis sequential area ratio ........................ 11.7%
  Post-synth top cells ........................ 107 x sky130_fd_sc_hd__nor2_1, 105 x sky130_fd_sc_hd__o22ai_1, 71 x sky130_fd_sc_hd__a21oi_1, 60 x sky130_fd_sc_hd__nor3_1, 54 x sky130_fd_sc_hd__nand4_1
  Netlist cell types ........................ 83
  Cell area after synthesis ........................ 0.00735 sq mm
  Largest cells by area after synthesis ........................ sky130_fd_sc_hd__dfxtp_1 12%, sky130_fd_sc_hd__o22ai_1 8.9%, sky130_fd_sc_hd__nor2_1 5.5%, sky130_fd_sc_hd__a21oi_1 4.8%, sky130_fd_sc_hd__nand4_1 4.6%

[Power]
  Leak Pwr ........................ 0.00299 uW
  Max IR drop VDD ........................ 170 uV
  Share of power burned in the clock network ........................ 42.0%
  Total net switching power ........................ 280 uW
  Overall power of the completed layout ........................ 998 uW
  Sequential power share ........................ 38.2%
  Relative contribution of combinational cells to total power ........................ 19.8%
  Pint ........................ 717 uW
  Power per standard cell area ........................ 128 mW/mm^2
  Switching portion of total power ........................ 28.1%

[STA]
  Transition time at the pin with the least slew margin ........................ 1.12 ns
  Count of final setup violators ........................ 0
  Slew Limit Fails ........................ 0
  Timing-limited maximum frequency ........................ 243 MHz
  Ratio of final minimum period to clock period ........................ 87.5%
  Post-Route Setup TNS ........................ 0 ns
  RSZ-0062 raised after global routing ........................ false
  Slew margin rel. ........................ 25.3%
  Final Hold Vio Count ........................ 0
  Final period demand of the worst path ........................ 4.11 ns
  Hold_ws ........................ 0.453 ns
  Clock skew after layout ........................ 0.00178 ns

[Worst setup path]
  Cell repeated most along the worst path ........................ sky130_fd_sc_hd__a21oi_1
  CP Buf/Inv Count ........................ 2
  Worst reg2reg path depth ........................ 10
  Crit-path max FO ........................ 24
  Required time at the endpoint of the critical path ........................ 4.87 ns
  Worst Path Class, Setup ........................ reg -> reg
  Delay contributed by the slowest stage of the critical path ........................ 0.90 ns
  Number of cells on the critical path ........................ 10
  Arrival time of the worst setup path ........................ 4.28 ns
  Critical-path cell list ........................ inv_1, ha_1, nand2_1, buf_4, a21oi_1, a21oi_1, nand4_1, nor4_1, mux2_2, o22ai_1
  Cell type of the slowest stage on the worst timing path ........................ sky130_fd_sc_hd__nor4_1
  Setup crit start kind ........................ flip-flop
  Worst path top cell family by delay ........................ simple AND/OR/NAND/NOR gates
  Crit path capture type ........................ flip-flop

[GRT]
  Tot GR Track Use ........................ 52.1%
  Remaining global-route overflow ........................ 0
  Wire length of the first global-routing pass ........................ 56700 um
  Via count of the first global-routing pass ........................ 9170
  Pin count of the biggest net entering global routing ........................ 53
  Initial antenna violation count ........................ 1

[Cells and area]
  Filler instances ........................ 1377
  Fraction of layout instances using a drive strength above 1 ........................ 7.49%
  Signed area change from the synthesized netlist to the final layout ........................ 6.28%
  Sequential cell area ........................ 866 sq um
  Combinational gate area ........................ 0.00589 sq mm

[Min path]
  Tightest Hold Check Type ........................ reg -> reg
  Cells on Worst Hold Path ........................ 2

[Outcome]
  Run status ........................ finished clean

[Placement]
  GPL Wtd Cong ........................ 1.22
  Detail Placement HPWL ........................ 28000 um
  Count of buffers inserted at the top-level ports ........................ 40

[Flow run]
  Maxcap violations ........................ 0
  Tool warnings ........................ 31

----------------------------------------------------
## cell usage in the layout (no fill, tap or decap), types with 14 or more instances in the layout
| master | n |
|---|---|
| sky130_fd_sc_hd__nor2_1 | 107 |
| sky130_fd_sc_hd__o22ai_1 | 105 |
| sky130_fd_sc_hd__a21oi_1 | 71 |
| sky130_fd_sc_hd__nor3_1 | 60 |
| sky130_fd_sc_hd__nand4_1 | 54 |
| sky130_fd_sc_hd__nand2_1 | 53 |
| sky130_fd_sc_hd__clkdlybuf4s50_1 | 40 |
| sky130_fd_sc_hd__dfxtp_1 | 39 |
| sky130_fd_sc_hd__nand3_1 | 39 |
| sky130_fd_sc_hd__nor4_1 | 37 |
| sky130_fd_sc_hd__o21ai_0 | 33 |
| sky130_fd_sc_hd__buf_4 | 27 |
| sky130_fd_sc_hd__a211oi_1 | 24 |
| sky130_fd_sc_hd__nand3b_1 | 23 |
| sky130_fd_sc_hd__or3_1 | 20 |
| sky130_fd_sc_hd__a22oi_1 | 15 |
| sky130_fd_sc_hd__inv_1 | 14 |
| sky130_fd_sc_hd__and3_1 | 14 |
## per-layer routing
metal | vias to the layer above | GRT usage (%) | routed length (um)
met1 | 4621 | 63.9 | 13300
met4 | 6 | 28.4 | 3720
met3 | 413 | 31.2 | 7480
met5 | - | 6.94 | 96
li1 | 4245 | - | -
met2 | 1117 | 69.3 | 14100
## metrics by stage
step | worst slack [ns] | utilization (%) | std cells | area, sq um
finish | 0.589 | 55.5 | 1235 | 7820
floorplan | 1.75 | - | 1093 | 7350
detailed placement | 0.865 | 54.2 | 1227 | 7640
global placement | 0.852 | 54.2 | 1227 | 7640
global route | 0.663 | 55.5 | 1235 | 7820
CTS | 0.857 | 55.5 | 1235 | 7820
## flip-flops by register name (all words and copies together), names as in the netlist
register	flops
LONG_TRAINING_SEQ_INDEX	9
symbol_counter	8
frame_counter	2
LONG_TRAINING_SEQ_VALID	1
LONG_TRAINING_SEQ	23
## power by group through the flow
| stage | clock [uW] | combinational, uW | sequential, uW |
|---|---|---|---|
| after CTS | 421 | 183 | 381 |
| final | 419 | 197 | 381 |
| after global routing | 433 | 206 | 382 |
## tightest hold or removal path: cells and delay by family, from the launching register on
kind,cells,cell delay [ns]
buf+inv,1,0.05
flops,1,0.31
compound gates,1,0.05
## logic make-up after synthesis
logic type | synth area share, %
compound gates | 29.7
xor+xnor | 1.91
fa+ha+maj | 1.70
simple gates | 43.7
flops | 11.7
buf+inv | 8.23
mux | 2.99
## final cells by class
type,count,share of cell area (%)
multi-input combinational,921,75.3
sequential,43,11.1
timing repair buffer,67,7.72
tap,180,2.88
clock buffer,6,1.78
inverter,16,0.768
clock inverter,2,0.448
## final timing paths
check / from / endpoint / slack (ns)
worst max-delay path: symbol_counter[0] / LONG_TRAINING_SEQ[6] / 0.59
worst min-delay path: LONG_TRAINING_SEQ_VALID / LONG_TRAINING_SEQ_VALID / 0.45
worst max register to register: symbol_counter[0] / LONG_TRAINING_SEQ[6] / 0.59
worst min register to register: LONG_TRAINING_SEQ_VALID / LONG_TRAINING_SEQ_VALID / 0.45
No activity file was given, so power comes from the tool's default toggle rates.
